[flow/config.mk]
export PLATFORM = sky130hd
export DESIGN_NAME = uart_caesar_decoder
export DESIGN_NICKNAME = uart_caesar_decoder
export VERILOG_FILES = /design/flow/design.v
export SDC_FILE = /design/flow/constraint.sdc
export NUM_CORES = 4
export LEC_CHECK = 1
export CORE_UTILIZATION = 40
[flow/constraint.sdc]
current_design uart_caesar_decoder

set clk_period 16.3
set clk_io_pct 0.2

create_clock -name clk0 -period $clk_period [get_ports {clk}]

set non_clock_inputs [all_inputs -no_clocks]
set_input_delay [expr $clk_period * $clk_io_pct] -clock clk0 $non_clock_inputs
set_output_delay [expr $clk_period * $clk_io_pct] -clock clk0 [all_outputs]
[flow/design.v]
module uart_caesar_decoder (
    input  wire       clk,         
    input  wire       rst_n,       
    input  wire       uart_rx,     
    output wire       uart_tx,     
    output reg [3:0]  leds         
);
    parameter CLK_FREQ  = 50000000;  
    parameter BAUD_RATE = 9600;
    wire        rx_ready;
    wire [7:0]  rx_data;
    reg         rx_ack;
    reg         tx_start;
    reg  [7:0]  tx_data;
    wire        tx_busy;
    uart_rx #(
        .CLK_FREQ(CLK_FREQ),
        .BAUD_RATE(BAUD_RATE)
    ) uart_receiver (
        .clk(clk),
        .rst_n(rst_n),
        .rx(uart_rx),
        .rx_data(rx_data),
        .rx_ready(rx_ready),
        .rx_ack(rx_ack)
    );
    uart_tx #(
        .CLK_FREQ(CLK_FREQ),
        .BAUD_RATE(BAUD_RATE)
    ) uart_transmitter (
        .clk(clk),
        .rst_n(rst_n),
        .tx(uart_tx),
        .tx_data(tx_data),
        .tx_start(tx_start),
        .tx_busy(tx_busy)
    );
    localparam S_WAIT_SHIFT = 0;
    localparam S_WAIT_MSG   = 1;
    localparam S_DECODE     = 2;
    localparam S_SEND       = 3;
    reg [1:0] state;
    reg [7:0] shift;
    reg [7:0] message[0:63];  
    reg [6:0] msg_index;
    reg       overflow_flag;
    reg [6:0] decode_index;   
    reg [6:0] send_index;     
    reg signed [8:0] tmp;     
    reg [25:0] blink_counter;
    always @(posedge clk or negedge rst_n) begin
        if (!rst_n) begin
            state <= S_WAIT_SHIFT;
            shift <= 0;
            msg_index <= 0;
            rx_ack <= 0;
            tx_start <= 0;
            overflow_flag <= 0;
            decode_index <= 0;
            send_index <= 0;
            leds <= 4'b0000;
            blink_counter <= 0;
        end else begin
            rx_ack   <= 0;
            tx_start <= 0;
            blink_counter <= blink_counter + 1;
            case (state)
                S_WAIT_SHIFT: begin
                    leds <= 4'b0000;  
                    if (rx_ready) begin
                        if (rx_data >= "0" && rx_data <= "9")
                            shift <= rx_data - "0";
                        else
                            shift <= rx_data;
                        rx_ack <= 1;
                        msg_index <= 0;
                        overflow_flag <= 0;
                        state <= S_WAIT_MSG;
                    end
                end
                S_WAIT_MSG: begin
                    leds <= (4'b0001 << blink_counter[23:22]);
                    if (rx_ready) begin
                        rx_ack <= 1;
                        if (rx_data == 8'h0A) begin  
                            decode_index <= 0;
                            state <= S_DECODE;
                        end else begin
                            if (msg_index < 64) begin
                                message[msg_index] <= rx_data;
                                msg_index <= msg_index + 1;
                            end else begin
                                overflow_flag <= 1;  
                            end
                        end
                    end
                end
                S_DECODE: begin
                    leds <= (4'b0001 << blink_counter[23:22]);
                    if (!overflow_flag && decode_index < msg_index && decode_index < 64) begin
                        if (message[decode_index] >= "A" && message[decode_index] <= "Z") begin
                            tmp = message[decode_index] - "A" - shift;
                            if (tmp < 0)
                                tmp = tmp + 26;
                            message[decode_index] <= tmp + "A";
                        end else if (message[decode_index] >= "a" && message[decode_index] <= "z") begin
                            tmp = message[decode_index] - "a" - shift;
                            if (tmp < 0)
                                tmp = tmp + 26;
                            message[decode_index] <= tmp + "a";
                        end
                        decode_index <= decode_index + 1;
                    end else begin
                        send_index <= 0;
                        state <= S_SEND;
                    end
                end
                S_SEND: begin
                    leds <= (4'b0001 << blink_counter[23:22]);
                    if (!tx_busy) begin
                        if (overflow_flag) begin
                            if (send_index == 0) begin
                                tx_data <= "!";
                                tx_start <= 1;
                                send_index <= 1;
                            end else begin
                                tx_data <= 8'h0A;  
                                tx_start <= 1;
                                state <= S_WAIT_SHIFT;
                            end
                        end else begin
                            if (send_index < msg_index) begin
                                tx_data <= message[send_index];
                                tx_start <= 1;
                                send_index <= send_index + 1;
                            end else begin
                                tx_data <= 8'h0A;  
                                tx_start <= 1;
                                state <= S_WAIT_SHIFT;
                            end
                        end
                    end
                end
            endcase
        end
    end
endmodule
module uart_rx #(parameter CLK_FREQ = 50000000, parameter BAUD_RATE = 9600)(
    input wire clk, rst_n, rx,
    output reg [7:0] rx_data,
    output reg rx_ready,
    input wire rx_ack
);
    localparam integer CLKS_PER_BIT = CLK_FREQ / BAUD_RATE;
    localparam integer HALF_BIT = CLKS_PER_BIT / 2;
    reg [15:0] clk_count;
    reg [3:0] bit_index;
    reg [7:0] data_buffer;
    reg rx_reg, rx_sync;
    reg [1:0] state;
    localparam IDLE=0, START=1, DATA=2, STOP=3;
    always @(posedge clk or negedge rst_n) begin
        if (!rst_n) begin
            rx_ready <= 0;
            state <= IDLE;
            clk_count <= 0;
            bit_index <= 0;
        end else begin
            rx_sync <= rx;
            rx_reg <= rx_sync;
            if (rx_ack) rx_ready <= 0;
            case(state)
                IDLE: begin
                    if (!rx_reg) begin
                        state <= START;
                        clk_count <= 0;
                    end
                end
                START: begin
                    if (clk_count == HALF_BIT) begin
                        if (!rx_reg) begin
                            state <= DATA;
                            clk_count <= 0;
                            bit_index <= 0;
                        end else state <= IDLE;
                    end else clk_count <= clk_count + 1;
                end
                DATA: begin
                    if (clk_count == CLKS_PER_BIT-1) begin
                        clk_count <= 0;
                        data_buffer[bit_index] <= rx_reg;
                        if (bit_index == 7) state <= STOP;
                        bit_index <= bit_index + 1;
                    end else clk_count <= clk_count + 1;
                end
                STOP: begin
                    if (clk_count == CLKS_PER_BIT-1) begin
                        rx_data <= data_buffer;
                        rx_ready <= 1;
                        state <= IDLE;
                    end else clk_count <= clk_count + 1;
                end
            endcase
        end
    end
endmodule
module uart_tx #(parameter CLK_FREQ = 50000000, parameter BAUD_RATE = 9600)(
    input wire clk, rst_n,
    output reg tx,
    input wire [7:0] tx_data,
    input wire tx_start,
    output reg tx_busy
);
    localparam integer CLKS_PER_BIT = CLK_FREQ / BAUD_RATE;
    reg [15:0] clk_count;
    reg [3:0] bit_index;
    reg [9:0] tx_shift;
    always @(posedge clk or negedge rst_n) begin
        if (!rst_n) begin
            tx <= 1;
            tx_busy <= 0;
        end else begin
            if (tx_start && !tx_busy) begin
                tx_shift <= {1'b1, tx_data, 1'b0};
                tx_busy <= 1;
                bit_index <= 0;
                clk_count <= 0;
            end else if (tx_busy) begin
                if (clk_count == CLKS_PER_BIT-1) begin
                    clk_count <= 0;
                    tx <= tx_shift[bit_index];
                    bit_index <= bit_index + 1;
                    if (bit_index == 9) tx_busy <= 0;
                end else clk_count <= clk_count + 1;
            end
        end
    end
endmodule
[flow/run.sh]
#!/bin/bash
# OpenROAD 26Q1-2900-gdf79404cd8, Yosys 0.63+post, stock flow scripts
make -C /OpenROAD-flow-scripts/flow DESIGN_CONFIG=/design/flow/config.mk WORK_HOME=/design/flow/orfs finish
==> results.sh <==
# physical design summary
export IMPL_enable_flop_cells=566
export IMPL_chipArea_sq_um=85240
export IMPL_tightestPinTransition_ns=1.321
export IMPL_cap_violations=0
export IMPL_synth_area_per_inst_sq_um=11.40
export IMPL_ir_drop_uv=84.09
export IMPL_worst_hold_endpoint="uart_transmitter.tx_shift[4]$_DFFE_PP_"
export IMPL_floorplan_io_pins=8
export IMPL_power_static_leakage_nw=12.00
export IMPL_largest_reg_flops=512
export IMPL_fin_total_pwr_mw=3.568
export IMPL_width_of_the_die_microns=292.0
export IMPL_arrival_ns=9.55
export IMPL_tritoncts_num_buffers=74
export IMPL_via_count_of_the_first_global_routing_pass=31980
export IMPL_worst_hold_path_num_cells=0
export IMPL_total_switching_power_uw=752.0
export IMPL_seqPwrFrac=0.505
export IMPL_p_comb_frac=0.002
export IMPL_grt_setup_unrepaired="false"
export IMPL_via_per_inst=7.783
export IMPL_groute_usage_overall=0.5134
export IMPL_clkLatencyLatePin_ns=0.67
export IMPL_post_route_min_period_ns=9.197
export IMPL_top_reg_by_flops="message"
export IMPL_setup_viol_count_final=0
export IMPL_cp_slowest_cell="sky130_fd_sc_hd__a2111oi_0"
export IMPL_netlist_instances=2950
export IMPL_synth_yosys_chip_area_sq_um=33630
export IMPL_maxClockFrequency_ghz=0.1087
export IMPL_reg_largest_list="message: 512 flops, blink_counter: 24 flops"
export IMPL_power_share_switching=0.2107
export IMPL_floorplan_rows=105
export IMPL_cts_tree="built"
export IMPL_p_int_mw=2.816
export IMPL_worstSetupPathType="flop to flop"
export IMPL_hold_path_class="flop to flop"
export IMPL_cp_end_kind="flop"
export IMPL_synthFlopType="sky130_fd_sc_hd__edfxtp_1"
export IMPL_clk_pin_slew_ns=0.06
export IMPL_capturing_point_of_the_worst_reg2reg_path="message[32][4]$_DFFE_PP_"
export IMPL_share_of_the_yosys_chip_area_belonging_to_registers=0.5732
export IMPL_antenna_violations_before_repair=23
export IMPL_detail_route_antenna_nets=0
export IMPL_fin_setup_tns_ns=0
export IMPL_async_flop_share=0.1385
export IMPL_drtPass1Iterations=13
export IMPL_synth_top_cell_by_area="sky130_fd_sc_hd__edfxtp_1"
export IMPL_post_synth_top_area_fraction=0.5054
export IMPL_grt_pass1_wl_microns=274300
export IMPL_warnings=45
export IMPL_clkSinkCount=657
export IMPL_layout_drive_gt1_share=0.1521
export IMPL_critPathMaxStageDelay_ns=0.94
export IMPL_worst_path_dominant_cell_family="AND-OR/OR-AND gates"
export IMPL_fp_utilization=0.4070
export IMPL_design_core_area_sq_um=82640
export IMPL_critical_path_max_fanout=64
export IMPL_initialDrtViolationCount=5736
export IMPL_port_buffers=7
export IMPL_place_inst=4070
export IMPL_r2r_worst_path_cells=25
export IMPL_die_h_microns=292.0
export IMPL_yosys_warnings=4
export IMPL_slew_violations=0
export IMPL_area_growth_pct=15.75
export IMPL_cts_setup_buffers=0
export IMPL_post_synth_main_area_contributors="sky130_fd_sc_hd__edfxtp_1 51%, sky130_fd_sc_hd__dfrtp_1 6.5%, sky130_fd_sc_hd__a22oi_1 4.4%"
export IMPL_cts_hold_buffers_added=0
export IMPL_reg2reg_slack_ns=7.10
export IMPL_worstSetupStartpointType="flop"
export IMPL_post_synth_instance_area_sq_um=33630
export IMPL_place_detailed_hpwl_microns=136400
export IMPL_hold_start="tx_data[3]$_DFFE_PP_"
export IMPL_ctsLongestPathBuffers=3
export IMPL_yosys_stat_cells=2950
export IMPL_final_instance_count_excl_fill=4231
export IMPL_fill_cells=7054
export IMPL_skew_ns=0.05139
export IMPL_ys_types=94
export IMPL_grt_overflow_total=0
export IMPL_power_per_cell_area_nw_per_um2=91.66
export IMPL_cts_root_buf="sky130_fd_sc_hd__clkbuf_16"
export IMPL_critical_path_n_buffers_inverters=3
export IMPL_totalWireLength_microns=205000
export IMPL_required_ns=16.65
export IMPL_gpl_wtd_cong=1.253
export IMPL_crit_path_frequent_cell="sky130_fd_sc_hd__ha_1"
export IMPL_r2r_start="decode_index[3]$_DFFE_PN0P_"
export IMPL_post_drt_wl_per_cell_microns=48.45
export IMPL_period_utilisation_layout=0.5643
export IMPL_timing_hold_violations_final=0
export IMPL_drc_errors=0
export IMPL_outcome="completed"
export IMPL_area_sequential_sq_um=19290
export IMPL_clock_power_share=0.493
export IMPL_synth_ff_latch_count=657
export IMPL_cts_repair_resize_count=0
export IMPL_via_count=32930
export IMPL_grt_start_max_net_pins=65
export IMPL_depth_of_the_cts_h_tree=3
export IMPL_final_comb_area_sq_um=13650
export IMPL_max_slew_margin=0.1162
per-stage QoR:
step           worst slack (ns)  area [sq um]  utilization  hold WS [ns]
2_1_floorplan             8.653         33630            -        0.3996
3_3_place_gp              7.598         36350       0.4399        0.4049
3_5_place_dp              7.821         36350       0.4399        0.4045
4_1_cts                   7.784         38860       0.4703        0.4162
5_1_grt                   7.181         38900       0.4707        0.4288
6_report                  7.103         38930       0.4711        0.4144
logic make-up (layout without fill, tap and decap cells):
kind of cell,after synthesis,count (layout),share of synthesized area
and+or+nand+nor,1136,1136,0.1735
AOI/OAI and AO/OA,713,713,0.1627
DFF,657,657,0.5732
buffers and inverters,261,447,0.03255
xor gates and xnor gates,75,75,0.01994
adders and majority gates,62,62,0.02329
muxes,46,46,0.01481
other,0,25,0
worst reg2reg max path: stages, from the launching register on:
cell,delay [ns]
sky130_fd_sc_hd__dfrtp_4,0.66
sky130_fd_sc_hd__buf_4,0.61
sky130_fd_sc_hd__nand2b_1,0.60
sky130_fd_sc_hd__nor2_1,0.39
sky130_fd_sc_hd__a32o_1,0.36
sky130_fd_sc_hd__a2111oi_0,0.94
sky130_fd_sc_hd__nand4_1,0.42
sky130_fd_sc_hd__o41ai_2,0.86
sky130_fd_sc_hd__inv_1,0.11
sky130_fd_sc_hd__ha_1,0.23
sky130_fd_sc_hd__ha_1,0.24
sky130_fd_sc_hd__a21oi_1,0.26
sky130_fd_sc_hd__o2111ai_1,0.20
sky130_fd_sc_hd__a21o_1,0.23
sky130_fd_sc_hd__and2_1,0.22
sky130_fd_sc_hd__xnor2_1,0.16
sky130_fd_sc_hd__ha_1,0.23
sky130_fd_sc_hd__and2_1,0.20
sky130_fd_sc_hd__a21boi_0,0.27
sky130_fd_sc_hd__a31oi_1,0.13
sky130_fd_sc_hd__a311oi_1,0.32
sky130_fd_sc_hd__nor2_1,0.11
sky130_fd_sc_hd__xnor2_1,0.14
sky130_fd_sc_hd__a211oi_1,0.26
sky130_fd_sc_hd__a221o_2,0.17
sky130_fd_sc_hd__buf_4,0.52
how the worst max path moves through the flow:
stage	slack, ns	endpoint	cells past startpoint	start
after CTS	7.78	message[36][4]$_DFFE_PP_	25	decode_index[3]$_DFFE_PN0P_
after global routing	7.18	message[58][7]$_DFFE_PP_	25	decode_index[1]$_DFFE_PN0P_
final	7.10	message[32][4]$_DFFE_PP_	25	decode_index[3]$_DFFE_PN0P_
per-layer routing:
| metal | routed length [microns] | up-vias | track usage |
|---|---|---|---|
| met4 | 20830 | 74 | 0.3526 |
| met2 | 75790 | 3711 | 0.6159 |
| li1 | - | 12050 | - |
| met1 | 62860 | 15760 | 0.5555 |
| met3 | 42820 | 1335 | 0.4552 |
| met5 | 2703 | - | 0.2757 |
power by group through the flow:
stage	Combinational (mW)	Clock, mW	Sequential [mW]
CTS	0.00628	1.76	1.80
global route	0.00720	1.82	1.80
finish	0.00602	1.76	1.80
Yosys cell counts, drive strengths merged, types with 21 or more instances:
library cell and count:
nor4 27, nand3 289, xnor2 52, and2 24
inv 74, edfxtp 566, nand4 159, a22o 64
a32oi 24, mux2i 25, buf 77, a21oi 44
nor2 205, nand2 205, clkbuf 109, and3 64
nor2b 21, nand2b 27, ha 61, dfrtp 88
nor3 40, o21ai 89, a221oi 113, xor2 22
a22oi 197
cells in the final DEF (no fill, tap or decap), types with 17 or more instances in the layout:
cell type                   synthesis  layout
sky130_fd_sc_hd__a21o_1            19      19
sky130_fd_sc_hd__a21oi_1           44      43
sky130_fd_sc_hd__a221oi_1         113      92
sky130_fd_sc_hd__a221oi_2           0      21
sky130_fd_sc_hd__a22o_1            64      64
sky130_fd_sc_hd__a22oi_1          197     197
sky130_fd_sc_hd__a31oi_1           19      19
sky130_fd_sc_hd__a32oi_1           24      24
sky130_fd_sc_hd__and2_1            23      22
sky130_fd_sc_hd__and3_1            62      62
sky130_fd_sc_hd__buf_4              6     230
sky130_fd_sc_hd__clkbuf_16          0      76
sky130_fd_sc_hd__clkinv_1           1      17
sky130_fd_sc_hd__dfrtp_1           88      82
sky130_fd_sc_hd__diode_2            0      25
sky130_fd_sc_hd__edfxtp_1         566     566
sky130_fd_sc_hd__ha_1              61      59
sky130_fd_sc_hd__inv_1             73      73
sky130_fd_sc_hd__mux2_2            19      19
sky130_fd_sc_hd__mux2i_1           25      25
sky130_fd_sc_hd__nand2_1          205     205
sky130_fd_sc_hd__nand2b_1          27      26
sky130_fd_sc_hd__nand3_1          289     288
sky130_fd_sc_hd__nand4_1          159     159
sky130_fd_sc_hd__nor2_1           205     156
sky130_fd_sc_hd__nor2_2             0      49
sky130_fd_sc_hd__nor2b_1           21      17
sky130_fd_sc_hd__nor3_1            39      39
sky130_fd_sc_hd__nor4_1            27      27
sky130_fd_sc_hd__o21ai_0           88      88
sky130_fd_sc_hd__xnor2_1           52      52
sky130_fd_sc_hd__xor2_1            22      22
cell type report:
cell class,instances,area share
Tap cell,1070,0.03439
Sequential cell,657,0.4955
Clock buffer,91,0.05056
Clock inverter,45,0.01405
Inverter,75,0.007232
Timing Repair Buffer,236,0.04590
Antenna cell,25,0.001607
Multi-Input combinational cell,2032,0.3507
Power and IR drop assume default switching activity.
